==> /design/flow/design.v <==
module counter(input clk, 
	output[5:0] counter
    );
	reg [5:0] counter_up;
	always @(posedge clk) begin
		counter <= counter + 5'd1;
	end
endmodule
==> /design/flow/run.sh <==
#!/bin/bash
# OpenROAD 26Q1-2900-gdf79404cd8, Yosys 0.63+post, stock flow scripts
make -C /OpenROAD-flow-scripts/flow DESIGN_CONFIG=/design/flow/config.mk WORK_HOME=/design/flow/orfs finish
==> /design/flow/config.mk <==
export PLATFORM = sky130hd
export DESIGN_NAME = counter
export DESIGN_NICKNAME = counter
export VERILOG_FILES = /design/flow/design.v
export SDC_FILE = /design/flow/constraint.sdc
export NUM_CORES = 4
export LEC_CHECK = 1
export CORE_AREA = 10 10 70 70
export DIE_AREA = 0 0 80 80
==> /design/flow/constraint.sdc <==
current_design counter

set clk_period 1.8
set clk_io_pct 0.2

create_clock -name clk0 -period $clk_period [get_ports {clk}]

set non_clock_inputs [all_inputs -no_clocks]
set_input_delay [expr $clk_period * $clk_io_pct] -clock clk0 $non_clock_inputs
set_output_delay [expr $clk_period * $clk_io_pct] -clock clk0 [all_outputs]
==> results.json <==
{
  "ant_nets": 0,
  "required_ns": 1.44,
  "fin_skew_ns": 0.00315,
  "cp_slowest_cell": "clkdlybuf4s50_1",
  "largest_reg_flops": 6,
  "viasPerCell": 1.90,
  "drt_first_pass_iters": 4,
  "syn_avg_cell_area_um2": 13.2,
  "grt_usage_pct": 1.55,
  "cts_root_buf": "clkbuf_4",
  "cts_buffers": 3,
  "crit_fanout": 4,
  "final_cell_area_um2": 338,
  "drive_gt1_share_pct": 20.8,
  "drt_first_iter_violations": 7,
  "ir_worst_vdd_mv": 0.350,
  "maxCapViolations": 0,
  "dp_hpwl_um": 368,
  "fp.dieW_um": 80,
  "max_slew_margin_pct": 87.9,
  "finalHoldViolations": 0,
  "htreeDepth": 1,
  "crit_buf_inv": 1,
  "syn_area_um2": 198,
  "core_um2": 3420,
  "p_leak_nw": 0.118,
  "cts_setup_buffers": 0,
  "clk_path_buf_depth": 2,
  "grt_start_max_net_pins": 5,
  "routed_wl_um": 456,
  "die_area_um2": 6400,
  "cp-start-kind": "flop",
  "critical_path_class": "reg -> out",
  "cts.sinks": 6,
  "path_cells": "clkdlybuf4s50_1",
  "antenna_found_initial": 0,
  "tightest_slew_ns": 0.181,
  "grt-ovfl-total": 0,
  "ys_chip_area_um2": 198,
  "synthCells": 15,
  "synth_cell_types": 8,
  "io_buffers": 6,
  "cts_resized": 0,
  "grt_setup_unrepaired": "no",
  "wl_per_cell_um": 6.51,
  "crit_family": "buffers and inverters",
  "fin_setup_tns_ns": 0,
  "initial_core_util_pct": 5.79,
  "setup_violations": 0,
  "num_vias": 133,
  "place_area_um2": 315,
  "hp-class": "reg -> reg",
  "crit_arrival_ns": 1.18,
  "die_y_um": 80,
  "slew_violations": 0,
  "rr_worst_depth": 3,
  "pin_count": 7,
  "fin_crit_sh_pct": 85.5,
  "area_delta_synth_final_pct": 70.9,
  "gp_congestion": 0.629,
  "endpoint_kind": "output pin",
  "min_period_ns": 1.54,
  "min_path_cells": 1,
  "drc_errors": 0,
  "antenna-diode-count": 0,
  "cts_tree": "built",
  "power_density_nw_per_um2": 763,
  "warnings": 25,
  "yosys_cells": 15,
  "ys_seq_share_pct": 60.8,
  "rows": 21,
  "ctsHoldBuffers": 0,
  "top_register": "counter",
  "top_regs": "counter x6",
  "slowest_delay_ns": 0.53,
  "cts.clk_slew.worst_paths_ns": 0.05,
  "max_freq_mhz": 650,
  "grt_first_pass_wirelength_um": 703,
  "outcome": "complete, no violations",
  "holdWs_ns": 0.413,
  "ys_warn_count": 2,
  "clkLatencyLatePin_ns": 0.25,
  "grt_pass1_vias": 130,
  "cp.depth": 1,
  "numSynthFlops": 6
}
[synth_stat cells]
cell type	number	area (µm²)
and3_4	1	11.3
nand3_1	1	5.00
inv_1	1	3.75
xor2_1	2	17.5
nand3_2	1	10.0
xnor2_1	2	17.5
dfxtp_1	6	120
ha_1	1	12.5
[worst reg2reg max path, cell delays in order, from the launching register on]
cell	delay (ns)
dfxtp_1	0.38
and3_4	0.22
nand3_2	0.08
xnor2_1	0.13
[power breakdown]
group,switching (mW),internal (mW)
combinational,0,0
clock,0.0489,0.0754
sequential,0,0.133
[through the flow]
step	worst slack [ns]	total power [mW]	utilization, %	cells
after floorplan	0.967	0.136	-	15
after global placement	0.544	0.136	9.23	67
after detailed placement	0.528	0.136	9.23	67
after CTS	0.252	0.263	9.89	70
after global routing	0.218	0.270	9.89	70
final	0.261	0.258	9.89	70
[worst paths after layout]
check,startpoint,end,slack (ns)
max reg2reg,counter[2],counter[5],0.88
min reg2reg,counter[0],counter[0],0.41
max,counter[3],counter[3],0.26
min,counter[0],counter[0],0.41
[layout make-up]
type / instances / area (µm²)
fillers: 405 / 3080
inverters: 1 / 3.75
well taps: 46 / 57.6
multi-input cells: 8 / 73.8
flip-flops and latches: 6 / 120
clock buffers: 3 / 22.5
repair buffers: 6 / 60.1
[per-layer routing]
| metal | GRT usage, % | vias up | part of all wire [%] |
|---|---|---|---|
| met2 | 1.04 | 11 | 22 |
| li1 | - | 67 | - |
| met3 | 1.93 | 0 | 16 |
| met5 | 0 | - | 0 |
| met1 | 2.41 | 55 | 62 |
| met4 | 0.176 | 0 | 0 |
[placed cells by master, fill, tap and decap left out, drive strengths merged]
master and n:
xor2 2, inv 1, ha 1, clkbuf 3
and3 1, dfxtp 6, clkdlybuf4s50 6, xnor2 2
nand3 2
[logic make-up (layout without fill, tap and decap cells)]
| kind of cell | after synthesis | in the layout | synth area share [%] |
|---|---|---|---|
| adders and majority gates | 1 | 1 | 6.33 |
| xor gates and xnor gates | 4 | 4 | 17.7 |
| and+or+nand+nor | 3 | 3 | 13.3 |
| DFF | 6 | 6 | 60.8 |
| buffers and inverters | 1 | 10 | 1.90 |
Power figures rest on the tool's default switching activity, not on a simulated workload.
