**config.mk**
```make
export PLATFORM = sky130hd
export DESIGN_NAME = decimation_filter
export DESIGN_NICKNAME = decimation_filter
export VERILOG_FILES = /design/flow/design.v
export SDC_FILE = /design/flow/constraint.sdc
export NUM_CORES = 4
export LEC_CHECK = 1
export CORE_UTILIZATION = 50
```
**constraint.sdc**
```tcl
current_design decimation_filter

set clk_period 7.9
set clk_io_pct 0.2

create_clock -name clk0 -period $clk_period [get_ports {mclk1}]

set non_clock_inputs [all_inputs -no_clocks]
set_input_delay [expr $clk_period * $clk_io_pct] -clock clk0 $non_clock_inputs
set_output_delay [expr $clk_period * $clk_io_pct] -clock clk0 [all_outputs]
```
**design.v**
```verilog
module decimation_filter (
	input mclk1,    
	input reset,    
	input mdata1,   
	output reg [15:0] DATA,   
	output reg data_en, 
	input [15:0] dec_rate );
reg [36:0] ip_data1;
reg [36:0] acc1;
reg [36:0] acc2;
reg [36:0] acc3;
reg [36:0] acc3_d2;
reg [36:0] diff1;
reg [36:0] diff2;
reg [36:0] diff3;
reg [36:0] diff1_d;
reg [36:0] diff2_d;
reg [15:0] word_count;
reg word_clk;
reg enable;
always @(mdata1) begin
	if(mdata1 == 0)
		ip_data1 <= 37'd0;   
	else
		ip_data1 <= 37'd1;
end
always @(negedge mclk1) begin
	if (reset)
	begin
		acc1 <= 37'd0;
		acc2 <= 37'd0;
		acc3 <= 37'd0;
	end
	else begin
		acc1 <= acc1 + ip_data1;
		acc2 <= acc2 + acc1;
		acc3 <= acc3 + acc2;
	end
end
always @(posedge mclk1) begin
	if (reset) begin
		word_count <= 16'd0;
		end
	if (word_count == dec_rate - 1) begin
		word_count <= 16'd0;
	end else begin
		word_count <= word_count + 16'b1;
	end
end
always @(posedge mclk1) begin
	if (reset) begin
		word_clk <= 1'b0;
	end
	if (word_count == dec_rate/2 - 1) begin
		word_clk <= 1'b1;
	end else if (word_count == dec_rate - 1) begin
		word_clk <= 1'b0;
	end
end
always @(posedge word_clk) begin
	if (reset)
	begin
		acc3_d2 <= 37'd0;
		diff1_d <= 37'd0;
		diff2_d <= 37'd0;
		diff1 <= 37'd0;
		diff2 <= 37'd0;
		diff3 <= 37'd0;
	end
	else begin
		diff1 <= acc3 - acc3_d2;
		diff2 <= diff1 - diff1_d;
		diff3 <= diff2 - diff2_d;
		acc3_d2 <= acc3;
		diff1_d <= diff1;
		diff2_d <= diff2;
	end
end
always @ ( posedge word_clk ) begin 
	case ( dec_rate ) 
		16'd32:
			begin 
				DATA <= (diff3[15:0] == 16'h8000) ? 16'hFFFF : {diff3[14:0], 1'b0}; 
			end 
		16'd64:
			begin 
				DATA <= (diff3[18:2] == 17'h10000) ? 16'hFFFF : diff3[17:2]; 
			end 
		16'd128:
			begin 
				DATA <= (diff3[21:5] == 17'h10000) ? 16'hFFFF : diff3[20:5]; 
			end 
		16'd256:
			begin 
				DATA <= (diff3[24:8] == 17'h10000) ? 16'hFFFF : diff3[23:8]; 
			end 
		16'd512:
			begin 
				DATA <= (diff3[27:11] == 17'h10000) ? 16'hFFFF : diff3[26:11]; 
			end 
		16'd1024:
			begin 
				DATA <= (diff3[30:14] == 17'h10000) ? 16'hFFFF : diff3[29:14]; 
			end 
		16'd2048:
			begin 
				DATA <= (diff3[33:17] == 17'h10000) ? 16'hFFFF : diff3[32:17]; 
			end 
		16'd4096:
			begin 
				DATA <= (diff3[36:20] == 17'h10000) ? 16'hFFFF : diff3[35:20]; 
			end 
		default:
			begin 
				DATA <= (diff3[24:8] == 17'h10000) ? 16'hFFFF : diff3[23:8]; 
			end 
	endcase 
end 
always @( posedge mclk1 )  begin   
	if ( reset ) begin 
		data_en <= 1'b0; 
		enable <= 1'b1; 
	end 
	else  
		if ( (word_count == dec_rate/2 - 1) && enable ) begin 
			data_en <= 1'b1; 
			enable <= 1'b0; 
		end 
		else if ( (word_count == dec_rate - 1)  && ~enable )  begin 
			data_en <= 1'b0; 
			enable <= 1'b1; 
		end 
		else 
			data_en <= 1'b0; 
end
endmodule
```
**run.sh**
```bash
#!/bin/bash
# OpenROAD 26Q1-2900-gdf79404cd8, Yosys 0.63+post, stock flow scripts
make -C /OpenROAD-flow-scripts/flow DESIGN_CONFIG=/design/flow/config.mk WORK_HOME=/design/flow/orfs finish
```
==> impl_metrics.xml <==
<?xml version="1.0" encoding="UTF-8"?>
<metrics>
  <group name="job">
    <metric name="max_cap_viols" unit="">0</metric>
    <metric name="openroad.warnings" unit="">140</metric>
  </group>
  <group name="synthesis">
    <metric name="ys.flop_type" unit="">sky130_fd_sc_hd__dfxtp_1</metric>
    <metric name="synth.yosys.warnings" unit="">1</metric>
    <metric name="yosys_area" unit="mm^2">0.0226</metric>
    <metric name="synth_area_per_cell" unit="um^2">8.08</metric>
    <metric name="post_synthesis_instance_total" unit="">2793</metric>
    <metric name="postSynth.asyncResetShare" unit="%">0</metric>
    <metric name="post_synth_tally_of_flip_flops_with_integrated_enable" unit="">0</metric>
    <metric name="yosys.stat.seqShare" unit="%">32.7</metric>
    <metric name="syn_area" unit="mm^2">0.0226</metric>
    <metric name="synth_area_leader_cell" unit="">sky130_fd_sc_hd__dfxtp_1</metric>
    <metric name="yosys_cells" unit="">2793</metric>
    <metric name="yosys-top-cells-area" unit="">sky130_fd_sc_hd__dfxtp_1 (33%), sky130_fd_sc_hd__ha_1 (10%), sky130_fd_sc_hd__nor2_1 (6.1%)</metric>
    <metric name="ys_seq_elements" unit="">368</metric>
    <metric name="yosys.cell_types.count" unit="">82</metric>
    <metric name="yosysTopAreaCellShare" unit="%">32.7</metric>
  </group>
  <group name="worst_setup_path">
    <metric name="worstPathArrival" unit="ns">3.79</metric>
    <metric name="crit-reg2reg-launch" unit="">word_count[2]</metric>
    <metric name="worst_setup_path_end_kind" unit="">flip-flop</metric>
    <metric name="critical_path.startpoint" unit="">mdata1</metric>
    <metric name="worst_setup_path_endpoint" unit="">acc1[28]</metric>
    <metric name="criticalPathCategory" unit="">input pin to flip-flop</metric>
    <metric name="rr_worst_depth" unit="">8</metric>
    <metric name="worst_path_required_time" unit="ns">4.33</metric>
    <metric name="regToRegEndpoint" unit="">data_en</metric>
    <metric name="timing.critical_path.from_type" unit="">input pin</metric>
    <metric name="critPathMaxFanout" unit="">4</metric>
    <metric name="r2r_slack" unit="ns">4.57</metric>
  </group>
  <group name="placed_design">
    <metric name="hpwlAfterDp" unit="mm">39.6</metric>
    <metric name="dp_slack" unit="ns">0.0413</metric>
    <metric name="dp.cells" unit="">3323</metric>
    <metric name="port_buffers" unit="">35</metric>
    <metric name="gp_congestion" unit="">1.01</metric>
    <metric name="placed_cell_area" unit="mm^2">0.0234</metric>
  </group>
  <group name="finish">
    <metric name="utilization" unit="%">55.1</metric>
    <metric name="layout_top_cells" unit="">sky130_fd_sc_hd__dfxtp_1 (367), sky130_fd_sc_hd__nor2_1 (364), sky130_fd_sc_hd__inv_1 (263)</metric>
    <metric name="final_layout_size_suffix_gt1_share" unit="%">3.65</metric>
    <metric name="fillers" unit="">4088</metric>
    <metric name="finish.instance_area" unit="mm^2">0.0244</metric>
    <metric name="final_cell_count_no_fill" unit="">3466</metric>
    <metric name="lay_top_count" unit="">sky130_fd_sc_hd__dfxtp_1</metric>
    <metric name="syn2layout_area_growth" unit="%">8.21</metric>
  </group>
  <group name="clock_tree">
    <metric name="htree_levels" unit="">4</metric>
    <metric name="clk_path_buf_depth" unit="">2</metric>
    <metric name="clock_buffer_count_from_cts" unit="">17</metric>
    <metric name="tritoncts_clock_tree" unit="">done</metric>
    <metric name="cts_hold_repair.buffers" unit="">0</metric>
    <metric name="clock.latency.late_pin" unit="ns">0.47</metric>
    <metric name="reg_clk_slew_reported_paths" unit="ns">0.03</metric>
    <metric name="clockRootBuffer" unit="">sky130_fd_sc_hd__clkbuf_16</metric>
    <metric name="postCtsSetupRepairBufs" unit="">0</metric>
    <metric name="ctsResizeCount" unit="">0</metric>
  </group>
  <group name="routing">
    <metric name="detail_route.wirelength" unit="mm">51.7</metric>
    <metric name="dr.first_iter.drc_count" unit="">963</metric>
    <metric name="drt-vias-per-instance" unit="">5.43</metric>
    <metric name="antenna_violating_nets_post_route" unit="">0</metric>
    <metric name="detail_route.wl_per_cell" unit="um">14.9</metric>
    <metric name="detailedRoute.firstPassIterationCount" unit="">8</metric>
    <metric name="drcViolationCount" unit="">0</metric>
    <metric name="number_of_vias_after_detailed_routing" unit="">18800</metric>
  </group>
  <group name="timing">
    <metric name="postLayoutSetupSlackWorst" unit="ns">0.538</metric>
    <metric name="final.hold.worst_slack" unit="ns">0.517</metric>
    <metric name="worst_slew_pin_slew" unit="ns">1.03</metric>
    <metric name="unclocked_pins" unit="">238</metric>
    <metric name="count_of_endpoints_without_a_timing_constraint" unit="">254</metric>
    <metric name="final_hold_viol_count" unit="">0</metric>
    <metric name="totalNegativeSetupSlack" unit="ns">0</metric>
    <metric name="unrepaired_setup_endpoints_after_global_routing" unit="">false</metric>
    <metric name="final.setup_skew" unit="ns">0.0343</metric>
    <metric name="finalSetupViolCount" unit="">0</metric>
    <metric name="relative_max_transition_margin" unit="%">30.3</metric>
    <metric name="timing.final.max_slew_violations" unit="">0</metric>
  </group>
  <group name="floorplan">
    <metric name="i_o_pin_total" unit="">36</metric>
    <metric name="floorplanUtilization" unit="%">50.9</metric>
    <metric name="floorplan.die.height" unit="um">214</metric>
    <metric name="floorplan.rows" unit="">77</metric>
    <metric name="chip_area" unit="mm^2">0.0460</metric>
    <metric name="die_width" unit="um">214</metric>
    <metric name="core" unit="mm^2">0.0443</metric>
  </group>
  <group name="global_route">
    <metric name="antenna_violations_before_repair" unit="">0</metric>
    <metric name="first_global_vias" unit="">17700</metric>
    <metric name="grt_remaining_overflow" unit="">0</metric>
    <metric name="grt_util_all_layers" unit="%">23.1</metric>
    <metric name="grt_max_degree" unit="">201</metric>
    <metric name="grt_pass1_wl" unit="mm">86.1</metric>
  </group>
  <group name="status">
    <metric name="run_status" unit="">complete, no violations</metric>
  </group>
  <group name="worst_hold_path">
    <metric name="timing.hold.worst.class" unit="">flip-flop to flip-flop</metric>
  </group>
  <group name="power">
    <metric name="power.density" unit="mW/mm^2">88.9</metric>
    <metric name="total_power" unit="mW">2.17</metric>
    <metric name="ir_drop" unit="V">0.000189</metric>
    <metric name="leakage" unit="nW">10.8</metric>
  </group>
</metrics>
metal layers:
| layer | track usage, % | routed length [um] | vias to the layer above |
|---|---|---|---|
| met2 | 39.8 | 25500 | 323 |
| met1 | 31.1 | 23700 | 8453 |
| met3 | 2.43 | 1260 | 78 |
| li1 | - | - | 9961 |
| met5 | 0 | 0 | - |
| met4 | 7.00 | 1230 | 0 |
Yosys cell counts, drive strengths merged, types with 17 or more instances:
| cell type | instances |
|---|---|
| a211oi | 26 |
| a21o | 108 |
| a21oi | 202 |
| a31oi | 28 |
| and3 | 37 |
| buf | 19 |
| clkbuf | 99 |
| dfxtp | 368 |
| ha | 186 |
| inv | 153 |
| nand2 | 153 |
| nand2b | 22 |
| nand3 | 76 |
| nand4 | 37 |
| nor2 | 365 |
| nor2b | 160 |
| nor3 | 82 |
| o2111ai | 22 |
| o211ai | 17 |
| o21a | 23 |
| o21ai | 171 |
| xnor2 | 103 |
| xor2 | 116 |
how the worst min path moves through the flow:
| stage | slack [ns] | from | depth (start not counted) | endpoint |
|---|---|---|---|---|
| after global routing | 0.56 | acc1[28] | 2 | acc1[28] |
| after CTS | 0.52 | acc1[28] | 2 | acc1[28] |
| final | 0.52 | acc1[28] | 2 | acc1[28] |
final cells by class:
type / instances / area, um^2 / area share, %
sequential: 368 / 7370 / 30.2
timing repair buffer: 56 / 526 / 2.15
antenna: 1 / 2.50 / 0.0102
tap: 592 / 741 / 3.03
inverter: 152 / 571 / 2.34
multi-input combinational: 2154 / 14200 / 58.0
clock buffer: 17 / 425 / 1.74
clock inverter: 126 / 618 / 2.53
power breakdown:
group          internal, mW  switching, mW
Clock                 0.513          0.528
Sequential            0.691         0.0459
Combinational         0.175          0.217
Total                  1.38          0.791
registers in the layout, summed over array words and instances, names as in the netlist:
signal,flops
acc2,37
diff3,37
diff2_d,37
diff1_d,37
acc3_d2,37
data_en,1
diff2,37
acc3,37
diff1,37
DATA,16
acc1,37
word_count,16
word_clk,1
enable,1
worst max-delay path, cell delays in order:
cell	delay (ns)
sky130_fd_sc_hd__clkdlybuf4s50_1	0.61
sky130_fd_sc_hd__ha_1	0.22
sky130_fd_sc_hd__ha_1	0.18
sky130_fd_sc_hd__nand2_1	0.06
sky130_fd_sc_hd__nor2_1	0.20
sky130_fd_sc_hd__nand2_1	0.15
sky130_fd_sc_hd__nor2_1	0.12
sky130_fd_sc_hd__buf_4	0.13
sky130_fd_sc_hd__nand2_1	0.06
sky130_fd_sc_hd__or3_1	0.34
sky130_fd_sc_hd__a21oi_1	0.14
cells by family after synthesis:
family                     Yosys count  share of synthesized area, %
AOI/OAI and AO/OA                  710                          20.3
xor gates and xnor gates           219                          8.50
adders and majority gates          191                          10.8
buffers and inverters              271                          4.59
DFF                                368                          32.7
muxes                               18                         0.865
and+or+nand+nor                   1016                          22.3
Power and IR drop assume default switching activity.
